==> design.v <==
module ID_EXMEM(ID_reg1_out, ID_reg2_out, ID_reg1, ID_reg2, ID_Wreg, ID_immediate, ID_Wmem_en, ID_mem_en, ID_Wreg_en, ID_instr_type, ID_opcode, ID_ww, ID_ppp, 
				EXMEM_reg1_out, EXMEM_reg2_out, EXMEM_reg1, EXMEM_reg2, EXMEM_Wreg, EXMEM_immediate, EXMEM_Wmem_en, EXMEM_mem_en, EXMEM_Wreg_en, EXMEM_instr_type, EXMEM_opcode, EXMEM_ww, EXMEM_ppp, 
				clk, rst);
	input clk, rst;
	input [0:63] ID_reg1_out, ID_reg2_out;  
	input [0:4] ID_reg1, ID_reg2, ID_Wreg;  
	input [0:15] ID_immediate;  
	input ID_Wmem_en, ID_Wreg_en, ID_mem_en;  
	input [0:5] ID_instr_type, ID_opcode;  
	input [0:1] ID_ww;  
	input [0:2] ID_ppp;  
	output reg [0:63] EXMEM_reg1_out, EXMEM_reg2_out;
	output reg [0:4] EXMEM_reg1, EXMEM_reg2, EXMEM_Wreg;
	output reg [0:15] EXMEM_immediate;
	output reg EXMEM_Wmem_en, EXMEM_Wreg_en, EXMEM_mem_en;
	output reg [0:5] EXMEM_instr_type, EXMEM_opcode;
	output reg [0:1] EXMEM_ww;
	output reg [0:2] EXMEM_ppp;
	always@(posedge clk) begin
		if (rst) begin
			EXMEM_reg1_out <= 0;
			EXMEM_reg2_out <= 0;
			EXMEM_reg1 <= 0;
			EXMEM_reg2 <= 0;
			EXMEM_Wreg <= 0;
			EXMEM_immediate <= 0;
			EXMEM_Wmem_en <= 0;
			EXMEM_mem_en <= 0;
			EXMEM_Wreg_en <= 0;
			EXMEM_instr_type <= 0;
			EXMEM_opcode <= 0;
			EXMEM_ww <= 0;
			EXMEM_ppp <= 0;
		end else begin
			EXMEM_reg1_out <= ID_reg1_out;
			EXMEM_reg2_out <= ID_reg2_out;
			EXMEM_reg1 <= ID_reg1;
			EXMEM_reg2 <= ID_reg2;
			EXMEM_Wreg <= ID_Wreg;
			EXMEM_immediate <= ID_immediate;
			EXMEM_Wmem_en <= ID_Wmem_en;
			EXMEM_mem_en <= ID_mem_en;
			EXMEM_Wreg_en <= ID_Wreg_en;
			EXMEM_instr_type <= ID_instr_type;
			EXMEM_opcode <= ID_opcode;
			EXMEM_ww <= ID_ww;
			EXMEM_ppp <= ID_ppp;
		end
	end
endmodule
==> run.sh <==
#!/bin/bash
# OpenROAD 26Q1-2900-gdf79404cd8, Yosys 0.63+post, stock flow scripts
make -C /OpenROAD-flow-scripts/flow DESIGN_CONFIG=/design/flow/config.mk WORK_HOME=/design/flow/orfs finish
==> config.mk <==
export PLATFORM = sky130hd
export DESIGN_NAME = ID_EXMEM
export DESIGN_NICKNAME = ID_EXMEM
export VERILOG_FILES = /design/flow/design.v
export SDC_FILE = /design/flow/constraint.sdc
export NUM_CORES = 4
export LEC_CHECK = 1
export CORE_AREA = 10 10 178 178
export DIE_AREA = 0 0 188 188
==> constraint.sdc <==
current_design ID_EXMEM

set clk_period 1.0
set clk_io_pct 0.2

create_clock -name clk0 -period $clk_period [get_ports {clk}]

set non_clock_inputs [all_inputs -no_clocks]
set_input_delay [expr $clk_period * $clk_io_pct] -clock clk0 $non_clock_inputs
set_output_delay [expr $clk_period * $clk_io_pct] -clock clk0 [all_outputs]
==> notes.org <==
#+TITLE: Physical design notes

** Synth
- The synthesis report lists the Yosys warning total as 1.
- Proportion of synthesized area in mux cells :: 0
- Yosys reported a register bit count of 179.
- Yosys cell types :: 7
- Post-synthesis instance area :: 5620 um2
- Per the synthesis report, the XOR/XNOR share of the synthesized area is 0.
- The chip area line in the Yosys stat output reads 5620 um2.
- Synthesized area per cell :: 14.9 um2
- Largest family of logic cells by area :: simple AND/OR/NAND/NOR gates
- Per the synthesis report, the adder-cell share of the synthesized area is 0.
- Synthesis produced a netlist whose cell count is 378.
- Fraction of the mapped netlist area in simple logic gates :: 0.315
- After synthesis, the design contains 378 cells according to Yosys.
- Register share after synthesis :: 0.638
- Per the synthesis report, the AND-OR/OR-AND share of the synthesized area is 0.

** Drt
- Number of nets with antenna violations after routing :: 0
- The script logs the ratio of routed vias to standard cells as 3.34.
- For this block, the initial DRC count from the detailed router was 52.
- Average detailed-routed wire length per instance :: 15.4 um
- TritonRoute reported its final design rule violation total as 0.
- The routed layout has 3842 vias.
- The iteration count recorded for the first detailed-route pass is 4.
- Total length of routed wires :: 17700 um
- For this run, the script counts the antenna cells in the layout as 0.

** Clock tree
- TritonCTS built the clock tree.
- Number of sinks driven by the clock tree :: 179
- Clock transition at the register clock pins on the worst setup and hold paths after CTS :: 0.07 ns
- Buffer cell driving the clock tree root :: clkbuf_16
- Longest Clk Path Bufs :: 2
- H-tree lvl count :: 4
- CTS added clock buffers totalling 17.

** GRT
- For this run, global-route usage on met1 was measured as 0.120.
- The global routing stage identified its most utilized layer as met2.
- Largest net degree at the start of global routing :: 28
- On met2, the global router reports a usage of 0.155.
- The via count of the first global-routing pass was 4236.
- Number of antenna violations at the first check in global routing :: 1
- Met3 global-route usage :: 0.0556
- Final global-route overflow total :: 0
- The first global-routing pass estimated 26400 um of wire.
- In the global route stage, overall resource usage came out at 0.0984.

** Final layout
- Area Overhead vs Synth :: 69.3%
- Share of cells above drive strength 1 :: 0.476
- Cell area after layout :: 9520 um2
- Final cell count without fillers :: 1149

** Floorplan
- In this run the vertical extent of the chip is 188 um.
- I/O pin count :: 360
- Width of the die :: 188 um
- Fraction of the core area occupied by cells at floorplan :: 0.202
- The floorplan step defined a core boundary enclosing 27800 um2.
- Number of rows created at floorplan :: 61
- Total die area :: 35300 um2

** Final timing
- Ratio of final minimum period to clock period :: 1.08
- The worst path in the final design needs a cycle of 1.08 ns, including I/O delays and setup.
- Derived from the worst setup path, the maximum achievable clock frequency is 928 MHz.
- Max-slew violation count :: 0
- Looking at the max-slew report, the worst-margin pin has a slew of 0.222 ns.
- Across all hold checks on the routed design, the worst slack comes to 0.129 ns.
- Setup slack on the critical path of the routed design comes to -0.0781 ns.
- In the final report, the number of hold violations comes to 0.
- Relative slew slack :: 0.852
- Setup repair after global routing could not meet its margin everywhere.
- Summed over all failing endpoints, the final setup total negative slack is -4.62 ns.
- Final number of setup-violating endpoints :: 179

** Setup path
- Biggest cell delay along the critical path :: 0.35 ns
- Per STA, the worst path accumulates the most delay in the family flip-flops.
- According to the timing report, the data required time at the worst endpoint equals 0.80 ns.
- Critical path's slowest cell :: dfxtp_2
- Largest fanout on the critical path :: 1
- Startpoint-to-endpoint class of the critical path :: reg -> out
- Category of the worst setup path capture point :: primary output
- Critical path cell sequence :: buf_2
- STA classifies the critical path startpoint as a register.
- STA puts the critical path data arrival time at 0.88 ns.
- Buffer-and-inverter tally for the worst setup path :: 1

** Place
- The number of placed instances, taps included, is 1117.
- Routability congestion estimate from global placement :: 0.761
- Post-detailed-placement half-perimeter wirelength :: 14300 um
- Setup Slack @ Placement :: -0.0974 ns
- IO buf count :: 359
- Per the detailed placement report, the placed cell area equals 9740 um2.

** Flow run
- In this run the maximum-capacitance check reported violations numbering 0.
- The tool warning count for the run is 27.

** Power and ir drop
- Areal power density over the cells :: 1720 nW/um2
- The leakage power in the latest report is 4.33 nW.
- The analysis reports a worst IR drop on VDD of 0.000951 V.

** Outcome
- Failing checks :: negative setup slack
- The run finished, with violations left.

** Min path
- The worst hold path belongs to the class in -> reg.
==> area by class of cell <==
| type | count | area (um2) |
|---|---|---|
| clock buffer | 17 | 425 |
| clock inverter | 15 | 173 |
| fill | 2857 | 18300 |
| multi-input combinational | 179 | 1770 |
| sequential | 179 | 3620 |
| tap | 378 | 473 |
| timing repair buffer | 381 | 3050 |
==> kinds of logic after synthesis <==
group                  after synthesis
buffers and inverters               20
DFF                                179
and+or+nand+nor                    179
==> cells in the final DEF, fill, tap and decap left out <==
cell type,instances
buf_4,10
buf_6,5
clkinv_4,2
buf_12,12
nor2b_1,79
clkdlybuf4s50_1,179
bufinv_16,2
clkinv_2,1
dfxtp_1,146
nor2b_4,80
dfxtp_2,33
clkinvlp_4,4
inv_6,3
nor2b_2,20
buf_8,1
inv_8,3
clkbuf_16,17
buf_2,174
==> worst paths after layout <==
| path | startpoint | to | slack (ns) | depth (start not counted) |
|---|---|---|---|---|
| setup / recovery | EXMEM_reg2[1] | EXMEM_reg2[1] | -0.08 | 1 |
| hold / removal | rst | EXMEM_reg1_out[40] | 0.13 | 3 |
==> sequential cells by signal, indices dropped and copies added (netlist names), 2 cells and up <==
| name | count |
|---|---|
| EXMEM_instr_type | 6 |
| EXMEM_opcode | 6 |
| EXMEM_reg1_out | 64 |
| EXMEM_Wreg | 5 |
| EXMEM_ppp | 3 |
| EXMEM_reg1 | 5 |
| EXMEM_reg2_out | 64 |
| EXMEM_immediate | 16 |
| EXMEM_reg2 | 5 |
| EXMEM_ww | 2 |
==> cells in the mapped netlist, drive strengths merged <==
| library cell | number | area share |
|---|---|---|
| dfxtp | 179 | 0.64 |
| nor2b | 179 | 0.32 |
| buf | 20 | 0.047 |
==> through the flow <==
step / power [mW] / utilization
floorplan: 8.35 / -
global placement: 10.0 / 0.351
detailed placement: 10.0 / 0.351
CTS: 16.7 / 0.341
global route: 17.1 / 0.343
finish: 16.3 / 0.343
==> power by group <==
group / switching, mW / total [mW] / internal (mW)
sequential: 0.0841 / 7.60 / 7.52
combinational: 0.508 / 1.84 / 1.33
clock: 3.12 / 6.88 / 3.77
total: 3.71 / 16.3 / 12.6
==> per-layer routing <==
metal,vias up,share of wire
met3,6,0.13
met5,-,0
met2,245,0.44
met1,1693,0.41
li1,1898,-
met4,0,0.0092
==> timing repair <==
action	4_1_cts	5_1_grt
setup endpoints to repair	179	179
setup buffers	0	0
gates resized	600	18
hold buffers	0	0
Power is estimated from default activity; no workload was simulated.
