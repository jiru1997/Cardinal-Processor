==> ./design.v <==
module regFile(reg1, reg2, Wreg, Wdata, Wreg_en, reg1_out, reg2_out, ppp, clk, rst);
	input [0:4] reg1, reg2;  
	input [0:4] Wreg; 
	input [0:63] Wdata;  
	input Wreg_en;  
	input clk, rst;
	input [0:2] ppp; 
	output [0:63] reg1_out, reg2_out;  
	reg [0:63] regfile_ram [0:31];
	assign reg1_out = (reg1 == 0) ? 0 : regfile_ram[reg1];
	assign reg2_out = (reg2 == 0) ? 0 : regfile_ram[reg2];
	always@(posedge clk) begin
			if ((Wreg != 0) & Wreg_en) begin 
				case(ppp)
					3'b000 : regfile_ram[Wreg] <= Wdata;
					3'b001 : regfile_ram[Wreg][0:31] <= Wdata[0:31];
					3'b010 : regfile_ram[Wreg][32:63] <= Wdata[32:63];
					3'b011 : 
						begin
							regfile_ram[Wreg][0:7] <= Wdata[0:7];
							regfile_ram[Wreg][16:23] <= Wdata[16:23];
							regfile_ram[Wreg][32:39] <= Wdata[32:39];
							regfile_ram[Wreg][48:55] <= Wdata[48:55];
						end
					3'b100 : 
						begin
							regfile_ram[Wreg][6:7] <= Wdata[0:3];
							regfile_ram[Wreg][24:31] <= Wdata[24:31];
							regfile_ram[Wreg][40:47] <= Wdata[40:47];
							regfile_ram[Wreg][56:63] <= Wdata[56:63];
						end
					default : regfile_ram[Wreg] <= Wdata;
				endcase
			end else regfile_ram[Wreg] <= regfile_ram[Wreg];
	end
endmodule  
==> ./run.sh <==
#!/bin/bash
# OpenROAD 26Q1-2900-gdf79404cd8, Yosys 0.63+post, stock flow scripts
make -C /OpenROAD-flow-scripts/flow DESIGN_CONFIG=/design/flow/config.mk WORK_HOME=/design/flow/orfs finish
==> ./config.mk <==
export PLATFORM = sky130hd
export DESIGN_NAME = regFile
export DESIGN_NICKNAME = regFile
export VERILOG_FILES = /design/flow/design.v
export SDC_FILE = /design/flow/constraint.sdc
export NUM_CORES = 4
export LEC_CHECK = 1
export CORE_UTILIZATION = 30
==> ./constraint.sdc <==
current_design regFile

set clk_period 17.7
set clk_io_pct 0.2

create_clock -name clk0 -period $clk_period [get_ports {clk}]

set non_clock_inputs [all_inputs -no_clocks]
set_input_delay [expr $clk_period * $clk_io_pct] -clock clk0 $non_clock_inputs
set_output_delay [expr $clk_period * $clk_io_pct] -clock clk0 [all_outputs]
==> summary.txt <==
impl run done, here's what came out: run status finished clean, Worst Path Max Fanout 49, area leader, netlist edfxtp_1, crit path launch reg2[4], Pins Over Slew Limit 0, pwr/cell area 96.9 nW/um2, Die Area 323000 um2, worst hold start Wdata[33], Largest regs regfile_ram x2048, Final Cell Area 111000 um2, WL met3 63700 um, final hold violation count 0, vias post-DR 55400, Synth Flop Type edfxtp_1, Flops after synth 2048, Final WS setup 6210 ps, Max-cap violations 0, Hold WC Path Type in2reg, Gate Count Post-Synth 4985, fp util 0.302, Worst setup endpoint reg2_out[19], crit path time final 11490 ps, IO Count 213, IO buf count 211, stage-log warning count 27, pin count of the biggest net entering global routing 75, Vias/cell 5.68, chip height 568 um, Worst Setup Path Type in2out, Mux cell area share 0.266, global route overflow 0, initial antenna violation count 34, Mean Syn Cell Area 19.3 um2, post-synthesis sequential area ratio 0.639, Leak Pwr 35.5 nW, Rel. slew slack 0.257, # fillers 29200, fmax 0.0870 GHz, CP endpoint kind primary output, startpoint types primary input, gr usage total 0.223, ys async rst share 0, max reg flops 2048, TritonCTS buffer count 207, DP Wirelength 214000 um, vias in the first global route 61600, Peak VDD IR 0.0000905 V, Cell Rows 207, Cell Type Count 56, Top area cell types edfxtp_1 64%, mux4_2 22%, mux2i_1 3.3%, H-tree levels 4, RSZ-0062 raised after global routing no, # Cells Yosys 4985, post-layout period usage 0.649, CTS tree built, Hold WS 3720 ps, yosys simple share 0.0273, first-pass GRT wire length 467000 um, Final Util 0.350, Mapped Area 96200 um2, cts hold-fix bufs 0, dominant logic cell type in the layout edfxtp_1, area grow syn2layout 15.7%, EDFF count, synth 2048, area post-placement 105000 um2, DRC Markers 0, post-CTS resize count 0, clock sinks 2048, Syn. warnings 1, clock-pin slew on the worst setup and hold paths 60 ps, Placer Congestion 0.948, share of cells above drive strength 1 0.326, Post-Place Worst Slack 6050 ps, First DRT Iteration DRCs 3545, final setup vio count 0, remaining antenna violation count 0, dominant kind of combinational cell multiplexers, Post-CTS Setup Repair Bufs 0, CTS Buffer Depth 4, DIE WIDTH 568 um, Setup TNS Final 0 ps, core area 319000 um2, Req. time, crit path 14160 ps, WP data arrival 7950 ps, top layer in use met5, Worst-Margin Slew 1110 ps, YS chip area 96200 um2, wire length on met2 158000 um, aoi share 0.0459, wl on met1 95900 um, root buf cell clkbuf_16, Largest Register regfile_ram, DRT Pass-1 Iters 8, drt wl/cell 34.5 um, most frequent cells in the layout 2048 x edfxtp_1, 921 x mux4_2, 359 x buf_4, 316 x mux2i_1, 212 x clkbuf_16, adder share 0, Post-Synth XOR/XNOR Area 0.000182, Total Wirelength 337000 um, Largest type area fraction 0.639
## stage by stage
| step | cells | power (W) |
|---|---|---|
| 5_1_grt | 9750 | 0.0111 |
| 4_1_cts | 9743 | 0.0109 |
| 3_5_place_dp | 9387 | 0.00672 |
| 6_report | 9753 | 0.0108 |
| 3_3_place_gp | 9387 | 0.00671 |
| 2_1_floorplan | 5048 | 0.00619 |
## how the worst min path moves through the flow
stage	end	slack (ps)	depth (start not counted)
after CTS	regfile_ram[8][5]	3680	4
after global routing	regfile_ram[21][58]	3720	4
final	regfile_ram[11][62]	3720	4
## cells by family after synthesis
| kind of cell | count (synthesis) |
|---|---|
| multiplexers | 1384 |
| AND/OR/NAND/NOR | 558 |
| other | 1 |
| buffers and inverters | 432 |
| AND-OR/OR-AND | 560 |
| flip-flops | 2048 |
| XOR/XNOR | 2 |
## where the power goes
| group | switching [W] | total, W | internal, W | leakage, nW |
|---|---|---|---|---|
| clock network | 0.00184 | 0.00417 | 0.00233 | 3.03 |
| logic | 0.000692 | 0.00115 | 0.000456 | 14.0 |
| registers | 0.0000247 | 0.00547 | 0.00545 | 18.5 |
| total | 0.00256 | 0.0108 | 0.00823 | 35.5 |
## layer usage
metal  up-vias  global-route usage
met2      4379               0.335
li1      22300                   -
met1     27900               0.216
met5         -              0.0260
met4        38              0.0925
met3       755               0.189
## cell usage after synthesis (15+ instances only)
| master | count |
|---|---|
| edfxtp_1 | 2048 |
| and3_1 | 66 |
| a22o_1 | 64 |
| a21o_1 | 40 |
| a211o_1 | 65 |
| a221o_1 | 18 |
| a22oi_1 | 67 |
| buf_4 | 47 |
| nor3b_1 | 23 |
| inv_1 | 16 |
| o21ai_0 | 28 |
| buf_2 | 95 |
| a221oi_1 | 67 |
| o221ai_1 | 76 |
| mux2_2 | 87 |
| buf_6 | 24 |
| mux2i_1 | 316 |
| mux2_1 | 60 |
| nor2b_1 | 15 |
| a21oi_1 | 19 |
| buf_1 | 56 |
| clkbuf_1 | 193 |
| mux4_2 | 921 |
| nand3_1 | 67 |
| nand2_1 | 121 |
| nor2_1 | 215 |
| o22ai_1 | 78 |
## layout make-up
| class | instances | area (um2) | share of cell area |
|---|---|---|---|
| Clock inverter | 89 | 698 | 0.00627 |
| Clock buffer | 267 | 5510 | 0.0495 |
| Tap cell | 4180 | 5230 | 0.0470 |
| Multi-Input combinational cell | 2568 | 33400 | 0.300 |
| Sequential cell | 2048 | 61500 | 0.552 |
| Antenna cell | 10 | 25.0 | 0.000225 |
| Timing Repair Buffer | 574 | 4910 | 0.0441 |
| Inverter | 17 | 68.8 | 0.000618 |
## worst max-delay path, stage by stage
cell,delay [ps]
buf_8,420
buf_4,600
buf_4,610
buf_4,670
mux4_2,580
a22o_1,280
a211o_1,260
and3_1,320
clkdlybuf4s50_1,460
Power figures rest on the tool's default switching activity, not on a simulated workload.
